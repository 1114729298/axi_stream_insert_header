[/design/flow/run.sh]
#!/bin/bash
# OpenROAD 26Q1-2900-gdf79404cd8, Yosys 0.63+post, stock flow scripts
make -C /OpenROAD-flow-scripts/flow DESIGN_CONFIG=/design/flow/config.mk WORK_HOME=/design/flow/orfs finish
[/design/flow/config.mk]
export PLATFORM = sky130hd
export DESIGN_NAME = axi_stream_insert_header
export DESIGN_NICKNAME = axi_stream_insert_header
export VERILOG_FILES = /design/flow/design.v
export SDC_FILE = /design/flow/constraint.sdc
export NUM_CORES = 4
export LEC_CHECK = 1
export CORE_UTILIZATION = 50
[/design/flow/constraint.sdc]
current_design axi_stream_insert_header

set clk_period 9.5
set clk_io_pct 0.2

create_clock -name clk0 -period $clk_period [get_ports {clk}]

set non_clock_inputs [all_inputs -no_clocks]
set_input_delay [expr $clk_period * $clk_io_pct] -clock clk0 $non_clock_inputs
set_output_delay [expr $clk_period * $clk_io_pct] -clock clk0 [all_outputs]
[/design/flow/design.v]
module axi_stream_insert_header #(
parameter DATA_WD = 32,
parameter DATA_BYTE_WD = DATA_WD / 8,
parameter BYTE_CNT_WD = $clog2(DATA_BYTE_WD)
) (
input clk,
input rst_n,
input valid_in,
input [DATA_WD-1 : 0] data_in,
input [DATA_BYTE_WD-1 : 0] keep_in,
input last_in,
output ready_in,
output valid_out,
output [DATA_WD-1 : 0] data_out,
output [DATA_BYTE_WD-1 : 0] keep_out,
output last_out,
input ready_out,
input valid_insert,
input [DATA_WD-1 : 0] data_insert,
input [DATA_BYTE_WD-1 : 0] keep_insert,
input [BYTE_CNT_WD : 0] byte_insert_cnt,
output ready_insert
);
reg [DATA_WD-1 : 0]        data_in_r;
reg [DATA_BYTE_WD-1 : 0]   keep_in_r;
reg                        last_in_r;
reg                        valid_in_r;
reg [DATA_WD-1 : 0]        data_insert_r;
reg [DATA_BYTE_WD-1 : 0]   keep_insert_r;
reg                        valid_insert_r;
reg                        last_out_r;
reg [DATA_BYTE_WD-1 : 0]   keep_o;
reg [63 : 0]        data_o;
reg                        valid_out_r;
reg                        insert_flag;                       
wire                       data_in_flag;
wire                       data_insert_flag;
assign data_in_flag=valid_in&&ready_in?1:0;
assign data_insert_flag=valid_insert&&ready_insert?1:0;
assign transfer_flag=data_insert_flag&&data_in_flag?1:0;
assign ready_in = ready_out || (~valid_in&&valid_in_r);
assign ready_insert = ready_out || (~valid_insert&&valid_insert_r);
always@(posedge clk or negedge rst_n)
if(!rst_n)begin
     data_in_r<=0;
     keep_in_r<=0;
     last_in_r<=0;
     end
else if(data_in_flag)begin
     data_in_r<=data_in;
     keep_in_r<=keep_in;
     last_in_r<=last_in;
     end
else begin
     data_in_r<=data_in;
     keep_in_r<='b0;
     last_in_r<='b0;
     end
always@(posedge clk or negedge rst_n)
if(!rst_n)begin
     data_insert_r<=0;
     keep_insert_r<=0;
     end
else if(data_insert_flag)begin
     data_insert_r<=data_insert;
     keep_insert_r<=keep_insert;
     end
else begin
     data_insert_r<=data_insert_r;
     keep_insert_r<=keep_insert_r;
     end
always@(posedge clk or negedge rst_n)
if(!rst_n)
     last_out_r<=1'b0;
else last_out_r<=last_in_r;
always@(posedge clk or negedge rst_n)
if(!rst_n) begin
     valid_in_r<=1'b0;
     valid_insert_r<=1'b0;
     end
else begin 
     valid_in_r<=valid_in;
     valid_insert_r<=valid_insert;
     end
always@(posedge clk or negedge rst_n)
if(!rst_n)begin
     data_o<=64'b0;
     end
else if(data_in_flag&&data_insert_flag&&~insert_flag)begin
     case(keep_insert)
     4'b1111:begin data_o<={data_insert,data_in};insert_flag=1'b1;end
     4'b0111:begin data_o<={data_insert,data_in}<<8;insert_flag=1'b1;end
     4'b0011:begin data_o<={data_insert,data_in}<<16;insert_flag=1'b1;end
     4'b0001:begin data_o<={data_insert,data_in}<<24;insert_flag=1'b1;end
     default:begin data_o<=data_o;insert_flag=1'b1;end
     endcase
     end
else if(data_in_flag&&insert_flag)begin
     case(keep_insert_r)
     4'b1111: data_o<={data_in_r,data_in};
     4'b0111: data_o<={data_in_r,data_in}<<8;
     4'b0011: data_o<={data_in_r,data_in}<<16;
     4'b0001: data_o<={data_in_r,data_in}<<24;
     default: data_o<=data_o;
     endcase
     end 
else if(last_in_r)
     data_o<=data_o<<DATA_WD;
else data_o<=data_o;
always@(posedge clk or negedge rst_n)
if(!rst_n)
    insert_flag<='b0;
else if(last_in)
    insert_flag<='b0;
else insert_flag<=insert_flag;
always@(posedge clk or negedge rst_n)
begin
    if(!rst_n)
        keep_o<=4'b0;
    else if(!last_in_r)
        keep_o <= 4'b1111;
    else if(last_in_r) 
    keep_o <= keep_in<<(DATA_BYTE_WD-byte_insert_cnt);
 else;
end
assign valid_out = ready_out? valid_in:valid_in_r;
assign data_out=data_o[63:32];
assign keep_out=keep_o;
assign last_out=last_out_r;
endmodule
==> flow_summary.toml <==
# physical design summary
[status]
status = "finished clean"

[floorplan]
dieArea_sq_um = 11730
chipWidth_microns = 108.3
fp_util = 0.5166
core_sq_um = 10940
die_h_microns = 108.3
ioPinCount = 121
floorplan.rows = 38

[global_route]
grt.total_usage = 0.2479
antenna_found_initial = 0
grt_pass1_wl_mm = 21.53
grt_max_degree = 73
grt_pass1_vias = 4205
gr-total-overflow = 0

[timing]
max_freq_mhz = 197.8
period_used_share = 0.5322
final_hold_viol_count = 0
slew_viol_final = 0
rsz0062_at_grt = "false"
slew_headroom = 0.4641
worst_pin_slew_ns = 0.8032
setup_tns_ns = 0
period_minus_slack_ns = 5.056
finalSetupViolCount = 0
skew_ns = 0.01046

[layout]
fin_util = 0.6051
drive_gt1_frac = 0.1304
final_design_area_no_fill_sq_um = 6618
n_fill_cell = 918
area_growth_pct = 17.14

[run]
maxCapViolCount = 0
log.warning_count = 58

[hold_path]
min_path_type = "reg2reg"
min_from = "data_o[23]$_DFFE_PN0P_"

[critical_path]
cp-startpoint = "ready_out"
critPathSlowestCell = "clkdlybuf4s50_1"
cp_data_arrival_time_ns = 3.16
cp_cell_sequence = "clkdlybuf4s50_1 > nand2_2 > o21ai_0 > clkdlybuf4s50_1"
timing.rr.start = "keep_insert_r[0]$_DFFE_PN0P_"
crit_top_cell = "clkdlybuf4s50_1"
critPathMaxStageDelay_ns = 0.60
critPathRequiredTime_ns = 7.60
crit_type = "in2out"
worstSetupStartpointType = "input pin"
cp-end-kind = "output pin"
crit_buf_inv = 2
cp_max_fo = 8
crit_family = "buffers and inverters"

[clocking]
cts_tree = "built"
ctsResizeCount = 0
clock-sinks = 108
cts_setup_buffers = 0
cts.clk_slew.worst_paths_ns = 0.06
cts.htree.levels = 3
clk_path_buf_depth = 2
clk_latency_ns = 0.34
cts_hold_buf = 0
cts_buffers = 9
cts_root_buf = "clkbuf_16"

[synth]
synth_top_area_share = 0.4784
ys_area_sq_um = 5649
ys_types = 42
ys_ff = 108
ys_warn_count = 3
syn_area_per_cell_sq_um = 10.48
area_leaders = "dfrtp_1 48%, mux2i_1 7.4%, o21ai_1 7.4%, a211oi_2 6.2%, o2bb2ai_1 4.8%"
synth_cells = 539
synth_seq_share = 0.4784
top_area_cell = "dfrtp_1"
ys_cells = 539
syn-cell-area_sq_um = 5649

[route]
met2_length_mm = 6.150
postRouteAntennaNets = 0
drt-wirelength-per-cell_microns = 18.45
antenna_cells = 0
drt-met1-wl_mm = 6.278
first_pass_iters = 4
detail_route.iter0.violations = 175
finalWirelength_mm = 13.19
top_layer = "met4"
via_per_inst = 5.888
route.met3.wl_microns = 587
routed-via-count = 4210
drc = 0

[power_and_ir_drop]
p_per_area_nw_per_um2 = 195.3
power_mw = 1.292
ir_worst_vdd_mv = 0.1323
power_leakage_nw = 2.696

[place]
postPlaceCellArea_sq_um = 6336
hpwl_mm = 7.929
finalWeightedCongestion = 0.8095
io_buffer_count = 88
## cells in the mapped netlist, drive strengths merged
| master | number |
|---|---|
| or3 | 1 |
| and2 | 1 |
| inv | 6 |
| and3 | 1 |
| a22o | 8 |
| o21bai | 1 |
| o41ai | 1 |
| nor3 | 1 |
| or4 | 1 |
| ha | 1 |
| clkbuf | 13 |
| o221ai | 2 |
| mux2i | 42 |
| buf | 63 |
| a21bo | 1 |
| nand2 | 67 |
| dfrtp | 108 |
| o41a | 1 |
| and4b | 1 |
| nor2b | 2 |
| mux2 | 5 |
| a21o | 1 |
| o211ai | 1 |
| nor2 | 10 |
| a221oi | 9 |
| nor4b | 1 |
| o2bb2ai | 31 |
| o21ai | 101 |
| a211oi | 31 |
| a22oi | 9 |
| nand3 | 8 |
| a21oi | 8 |
| nand3b | 1 |
| nor4bb | 1 |
## cell usage in the layout, fill, tap and decap left out, types with 2 or more instances in the layout
cell type        count
dfrtp_1            107
clkdlybuf4s50_1     87
o21ai_1             84
nand2_1             66
mux2i_1             42
o2bb2ai_1           31
a211oi_2            28
o21ai_0             17
buf_4               11
nor2_1              10
a22oi_1              9
clkbuf_16            9
a22o_1               8
a221oi_2             8
a21oi_1              8
nand3_1              8
inv_1                6
mux2_2               5
a211oi_1             3
clkinvlp_4           3
o221ai_1             2
## layout make-up
class | instances | area (sq um) | share of cell area
Clock inverter | 4 | 52.55 | 0.007941
Multi-Input combinational cell | 349 | 2481 | 0.3749
Clock buffer | 10 | 229.0 | 0.03460
Inverter | 6 | 22.52 | 0.003403
Tap cell | 140 | 175.2 | 0.02647
Timing Repair Buffer | 98 | 953.4 | 0.1441
Sequential cell | 108 | 2704 | 0.4086
## worst paths after layout
path	endpoint	slack, ns	cells past startpoint
worst min register to register	data_o[23]$_DFFE_PN0P_	0.48	2
max in group asynchronous	data_o[25]$_DFFE_PN0P_	6.75	2
worst max register to register	data_o[33]$_DFFE_PN0P_	6.97	5
worst max-delay path	valid_out	4.44	4
worst min-delay path	data_o[23]$_DFFE_PN0P_	0.48	2
min in group asynchronous	data_o[2]$_DFFE_PN0P_	1.59	1
## power breakdown
part	internal [mW]	switching, mW
logic	0.176	0.152
registers	0.543	0.0554
clock network	0.202	0.163
## state kept, by name, summed over array words and instances (netlist names)
register / flops
data_o: 64
keep_insert_r: 4
valid_insert_r: 1
keep_o: 4
data_in_r: 32
last_out_r: 1
valid_in_r: 1
last_in_r: 1
## worst min-delay path, cell delays in order (launching register included)
cell and delay, ns:
dfrtp_1 0.34, nand2_1 0.05, o21ai_1 0.06
## per-layer routing
layer  global-route usage  vias to the layer above
li1                     -                     2015
met1               0.3939                     2067
met2               0.3885                      116
met3              0.03926                       12
met4              0.02799                        0
met5                    0                        -
## kinds of logic (layout without fill, tap and decap cells)
| group | count (synthesis) | in the layout | synth area share |
|---|---|---|---|
| buffers and inverters | 82 | 118 | 0.08749 |
| AND-OR/OR-AND | 205 | 205 | 0.2715 |
| adder cells (fa/ha/maj) | 1 | 1 | 0.002214 |
| flip-flops | 108 | 108 | 0.4784 |
| multiplexers | 47 | 47 | 0.08438 |
| AND/OR/NAND/NOR | 96 | 96 | 0.07597 |
## per-stage QoR
step	setup slack (ns)	hold slack [ns]	std cells
6_report	4.444	0.4823	715
3_5_place_dp	4.452	0.4701	701
5_1_grt	4.391	0.5119	715
4_1_cts	4.433	0.4865	715
2_1_floorplan	4.923	0.4109	539
3_3_place_gp	4.470	0.4608	701
Power figures rest on the tool's default switching activity, not on a simulated workload.
